<file path="constraint.sdc">
current_design pc_adder

set clk_period 9.2
set clk_io_pct 0.2

create_clock -name clk0 -period $clk_period

set non_clock_inputs [all_inputs -no_clocks]
set_input_delay [expr $clk_period * $clk_io_pct] -clock clk0 $non_clock_inputs
set_output_delay [expr $clk_period * $clk_io_pct] -clock clk0 [all_outputs]
</file>
<file path="config.mk">
export PLATFORM = sky130hd
export DESIGN_NAME = pc_adder
export DESIGN_NICKNAME = pc_adder
export VERILOG_FILES = /design/flow/design.v
export SDC_FILE = /design/flow/constraint.sdc
export NUM_CORES = 4
export LEC_CHECK = 1
export CORE_AREA = 10 10 70 70
export DIE_AREA = 0 0 80 80
</file>
<file path="design.v">
`timescale 1ns / 1ps
module cla_16bit_lcu(
	 input [15:0] num1,
	 input [15:0] num2,
	 input c_in,
	 output [15:0] ans,
	 output c_out,
	 output P,
	 output G
    );
	 wire P0, P1, P2, P3;
	 wire G0, G1, G2, G3;
	 wire C1, C2, C3, C4;
	 cla_4bit_augment cla1 (.c_in(c_in), .num1(num1[3:0]), .num2(num2[3:0]), .ans(ans[3:0]), .P(P0), .G(G0));
	 cla_4bit_augment cla2 (.c_in(C1), .num1(num1[7:4]), .num2(num2[7:4]), .ans(ans[7:4]), .P(P1), .G(G1));
	 cla_4bit_augment cla3 (.c_in(C2), .num1(num1[11:8]), .num2(num2[11:8]), .ans(ans[11:8]), .P(P2), .G(G2));
	 cla_4bit_augment cla4 (.c_in(C3), .num1(num1[15:12]), .num2(num2[15:12]), .ans(ans[15:12]), .P(P3), .G(G3));
	 lookahead_carry_unit lcu (.c_in(c_in), .P0(P0), .P1(P1), .P2(P2), .P3(P3), .G0(G0), .G1(G1), .G2(G2), .G3(G3), .C1(C1), .C2(C2), .C3(C3), .C4(C4), .P(P), .G(G));
	 assign c_out = C4;
endmodule
`timescale 1ns / 1ps
module cla_4bit_augment(
	 input c_in,
	 input [3:0] num1,
	 input [3:0] num2,
	 output [3:0] ans,
	 output P,
	 output G
    );
	 wire G0, G1, G2, G3, P0, P1, P2, P3, C1, C2, C3, C4;
	 assign G0 = num1[0] & num2[0];
	 assign G1 = num1[1] & num2[1];
	 assign G2 = num1[2] & num2[2];
	 assign G3 = num1[3] & num2[3];
	 assign P0 = num1[0] ^ num2[0];
	 assign P1 = num1[1] ^ num2[1];
	 assign P2 = num1[2] ^ num2[2];
	 assign P3 = num1[3] ^ num2[3];
	 assign C1 = G0 | (P0 & c_in);
	 assign C2 = G1 | (P1 & G0) | (P1 & P0 & c_in);
	 assign C3 = G2 | (P2 & G1) | (P2 & P1 & G0) | (P2 & P1 & P0 & c_in);
	 assign ans[0] = P0 ^ c_in;
	 assign ans[1] = P1 ^ C1;
	 assign ans[2] = P2 ^ C2;
	 assign ans[3] = P3 ^ C3;
	 assign P = P3 & P2 & P1 & P0;
	 assign G = G3 | (P3 & G2) | (P3 & P2 & G1) | (P3 & P2 & P1 & G0);
endmodule
`timescale 1ns / 1ps
module lookahead_carry_unit(
	 input c_in, P0, P1, P2, P3, G0, G1, G2, G3,
	 output C1, C2, C3, C4, P, G
    );
	 assign C1 = G0 | (P0 & c_in);
	 assign C2 = G1 | (P1 & G0) | (P1 & P0 & c_in);
	 assign C3 = G2 | (P2 & G1) | (P2 & P1 & G0) | (P2 & P1 & P0 & c_in);
	 assign C4 = G3 | (P3 & G2) | (P3 & P2 & G1) | (P3 & P2 & P1 & G0) | (P3 & P2 & P1 & P0 & c_in);
	 assign P = P0 & P1 & P2 & P3;
	 assign G = G3 | (P3 & G2) | (P3 & P2 & G1) | (P3 & P2 & P1 & G0);
endmodule
`timescale 1ns / 1ps
module pc_adder(
	input [31:0] pc,
	output [31:0] pc_add
    );
	wire carry_intermediate, c_out;
	cla_16bit_lcu lcu1(.num1(pc[15:0]), .num2(16'd4), .c_in(1'b0), .ans(pc_add[15:0]), .c_out(carry_intermediate), .P(), .G());
	cla_16bit_lcu lcu2(.num1(pc[31:16]), .num2(16'd0), .c_in(carry_intermediate), .ans(pc_add[31:16]), .c_out(c_out), .P(), .G());
endmodule
</file>
<file path="run.sh">
#!/bin/bash
# OpenROAD 26Q1-2900-gdf79404cd8, Yosys 0.63+post, stock flow scripts
make -C /OpenROAD-flow-scripts/flow DESIGN_CONFIG=/design/flow/config.mk WORK_HOME=/design/flow/orfs finish
</file>
==> qor.csv <==
metric,value,unit
status,"complete, no violations",
leakage,0.507,nW
warning_count,32,
top_cell_area_share,19.0,%
combGateArea,566,sq um
drt_first_pass_iters,2,
arrival,4.27,ns
hold_depth,0,
fp.coreArea,0.00342,sq mm
io_buffers,60,
max_freq,164,MHz
endpoint_kind,output port,
vias,709,
fin_crit_sh,66.4,%
synthCells,72,
required,7.36,ns
critPathSlowestCell,clkdlybuf4s50_1,
critPathLaunchType,primary input,
rsz0062_at_grt,false,
wl_per_cell,12.8,um
grt_pass1_wl,3.55,mm
min_to,pc_add[0],
gp_congestion,0.755,
diodes,0,
cp_cell_sequence,clkdlybuf4s50_1 -> ha_1 -> and4_2 -> nand4_1 -> nor2b_1 -> and3_1 -> ha_1 -> xor2_1 -> clkdlybuf4s50_1,
grt_max_degree,8,
fillers,357,
slew_violations,0,
syn_area,599,sq um
min_period,6.11,ns
chipArea,0.00640,sq mm
drive_above_1_share,6.98,%
syn2layout_area_growth,106,%
antenna_found_initial,0,
cp_max_fo,6,
fin_ws,3.09,ns
yosys_warnings,0,
drt_iter0_markers,25,
topCellsByArea,"xor2_1 19%, ha_1 17%, xnor2_1 12%",
ys_seq_share,0,%
fin_setup_tns,0,ns
n_clock_buffer,0,
relSlewSlack,78.4,%
synth_cell_types,23,
powerDensity,32.0,mW/mm^2
hold_buffers,0,
vias_per_cell,4.05,
avgSynthCellArea,8.32,sq um
initCoreUtil,17.5,%
row_count,21,
grt_usage,6.63,%
synth_chip_area,599,sq um
largest_area_cell,xor2_1,
hp-start,pc[0],
grt_pass1_vias,789,
totalWireLength,2.23,mm
io-pin-count,64,
tightestPinTransition,0.321,ns
grt_overflow,0,
ys_cells,72,
hold_class,in -> out,
post-cts-setup-buffers,0,
finalHoldViolCount,0,
seqCellArea,0,sq um
post-dp-hpwl,2.05,mm
peakVddDrop,0.0000134,V
critical_path_class,in -> out,
ant_nets,0,
n_sequential_cell,0,
die_h,80,um
die_w,80,um
cts_repair_resize_count,0,
slowest_delay,0.48,ns
setup-violations-final,0,
drv_cap,0,
drcViolationCount,0,
pre_cts_ws,3.04,ns
## worst max-delay path, delay by kind of cell
family / cells / cell delay (ns)
adder cells (fa/ha/maj): 2 / 0.33
XOR/XNOR: 1 / 0.14
buffers and inverters: 2 / 0.96
AND/OR/NAND/NOR: 4 / 0.99
## through the flow
stage / power, W / util (%) / hold WS [ns] / cells / instance area, sq um
2_1_floorplan: 0.00000672 / - / 3.71 / 72 / 599
3_3_place_gp: 0.0000400 / 36.2 / 3.68 / 175 / 1230
3_5_place_dp: 0.0000399 / 36.2 / 3.68 / 175 / 1230
4_1_cts: 0.0000404 / 36.2 / 3.68 / 175 / 1230
5_1_grt: 0.0000435 / 36.2 / 3.68 / 175 / 1230
6_report: 0.0000395 / 36.2 / 3.68 / 175 / 1230
## layer usage
metal,global-route usage [%],up-vias,routed length (um)
met5,0,-,0
met4,0.176,0,0
met3,3.07,0,303
met2,11.0,33,995
met1,8.04,306,933
li1,-,370,-
## worst max path at each step
stage	start	endpoint	slack, ns	depth (start not counted)
6_report	pc[2]	pc_add[29]	3.09	9
5_1_grt	pc[2]	pc_add[29]	2.82	9
4_1_cts	pc[2]	pc_add[29]	3.04	9
## cell families (layout without fill, tap and decap cells)
kind of cell / count (synthesis) / after routing / synth area share (%)
simple gates: 37 / 37 / 47.0
fa+ha+maj: 8 / 8 / 16.7
buf+inv: 6 / 63 / 5.64
xor+xnor: 21 / 21 / 30.7
## cells in the mapped netlist
cell type and number:
xor2_1 13, ha_1 8, xnor2_1 8, nand4_1 6, and2_1 4, and3_1 3, buf_4 3, inv_1 3
nand2_1 3, nor2_1 3, nor3_1 3, nand3_1 2, nand3_2 2, nor4_4 2, and4_1 1, and4_2 1
nand2_2 1, nand3b_1 1, nand4_4 1, nand4b_1 1, nor2b_1 1, nor3_2 1, or3_4 1
## final cells by class
class	instances	share of cell area, %
Inverter	3	0.912
Multi-Input combinational cell	66	45.8
Tap cell	46	4.66
Timing Repair Buffer	60	48.6
## power breakdown
group          switching (W)  internal [W]
clock                      0             0
combinational      0.0000117     0.0000278
sequential                 0             0
## layout by cell type, fill, tap and decap left out
master | Yosys | final
and2_1 | 4 | 4
and4_1 | 1 | 1
and3_1 | 3 | 3
nand4_1 | 6 | 6
clkdlybuf4s50_1 | 0 | 60
nand3_1 | 2 | 2
nand2_2 | 1 | 1
nand3_2 | 2 | 2
nor3_1 | 3 | 3
inv_1 | 3 | 3
nor2_1 | 3 | 3
or3_4 | 1 | 1
nor4_4 | 2 | 2
nor2b_1 | 1 | 1
nand4_4 | 1 | 1
ha_1 | 8 | 8
and4_2 | 1 | 1
nand4b_1 | 1 | 1
xnor2_1 | 8 | 8
nand3b_1 | 1 | 1
xor2_1 | 13 | 13
nand2_1 | 3 | 3
nor3_2 | 1 | 1
No activity file was given, so power comes from the tool's default toggle rates.
