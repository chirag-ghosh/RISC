<file path="flow/run.sh">
#!/bin/bash
# OpenROAD 26Q1-2900-gdf79404cd8, Yosys 0.63+post, stock flow scripts
make -C /OpenROAD-flow-scripts/flow DESIGN_CONFIG=/design/flow/config.mk WORK_HOME=/design/flow/orfs finish
</file>
<file path="flow/config.mk">
export PLATFORM = sky130hd
export DESIGN_NAME = Branching_MUX
export DESIGN_NICKNAME = Branching_MUX
export VERILOG_FILES = /design/flow/design.v
export SDC_FILE = /design/flow/constraint.sdc
export NUM_CORES = 4
export LEC_CHECK = 1
export CORE_AREA = 10 10 70 70
export DIE_AREA = 0 0 80 80
</file>
<file path="flow/constraint.sdc">
current_design Branching_MUX

set clk_period 5.1
set clk_io_pct 0.2

create_clock -name clk0 -period $clk_period

set non_clock_inputs [all_inputs -no_clocks]
set_input_delay [expr $clk_period * $clk_io_pct] -clock clk0 $non_clock_inputs
set_output_delay [expr $clk_period * $clk_io_pct] -clock clk0 [all_outputs]
</file>
<file path="flow/design.v">
`timescale 1ns / 1ps
module Branching_MUX(
	input [1:0] branch_control_out,
	input [31:0] pc_add,
	input [31:0] instr_addr,
	input [31:0] reg_addr,
	output reg [31:0] next_addr
    );
	wire [31:0] actual_instr_addr, actual_reg_addr;
	assign actual_instr_addr = instr_addr << 2;
	assign actual_reg_addr = reg_addr << 2;
	 always @(*) begin
		case(branch_control_out)
			2'b00: begin
				next_addr <= pc_add;
			end
			2'b01: begin
				next_addr <= actual_instr_addr;
			end
			2'b10: begin
				next_addr <= actual_reg_addr;
			end
			default: next_addr <= pc_add;
		endcase
	 end
endmodule
</file>
==> flow_metrics.py <==
# Auto-generated metrics
metrics = {
    "worst_setup_path": {
        "worstSetupEndpointType": "output pin",
        "critPathMostFrequentCell": "clkdlybuf4s50_1",
        "worstPathCellList": "clkdlybuf4s50_1 > inv_1 > ha_2 > buf_4 > nand2_1 > o21ai_1 > clkdlybuf4s50_1",
        "critPathSlowestCell": "ha_2",
        "crit_type": "in2out",
        "critPathMaxFanout": 28,
        "slowest_delay_ns": 0.62,
        "critPathLaunchType": "primary input",
        "cp.arrival_ns": 3.11,
        "worstPathRequired_ns": 4.08,
    },
    "final_timing": {
        "hold_viol": 0,
        "max_slew_margin_pct": 59.9,
        "final.setup.tns_ns": 0,
        "period_minus_slack_ns": 4.13,
        "setup_viol_count_final": 0,
        "setup_slack_ns": 0.968,
        "worst_slew_pin_slew_ns": 0.601,
        "slew_viol_final": 0,
        "fmax_ghz": 0.242,
        "post-route-period-util_pct": 81.0,
        "rsz0062_at_grt": "false",
    },
    "clock_network": {
        "cts_resized": 0,
        "holdBufCountCts": 0,
        "post_cts_buffers": 0,
    },
    "yosys": {
        "ys_types": 11,
        "synth_cells": 109,
        "simple_gate_area_share_pct": 19.9,
        "yosysCellCount": 109,
        "ys_sh_aoi_pct": 61.2,
        "synth_area_leader_cell": "a22oi_1",
        "yosys_area_um2": 628,
        "syn_avg_cell_area_um2": 5.76,
        "synthMuxAreaShare_pct": 0,
        "logic_family": "AND-OR/OR-AND gates",
        "ys_warn_count": 1,
        "synth_area_um2": 628,
        "adder_share_pct": 3.98,
        "topCellsByArea": "a22oi_1, o21ai_1, nand2_1, buf_2, buf_6",
        "ys_seq_share_pct": 0,
        "xor_share_pct": 0,
        "synth_largest_type_area_fraction_pct": 34.7,
    },
    "power_and_ir_drop": {
        "leakagePower_nw": 0.691,
        "power_density_mw_per_mm2": 96.2,
        "total_power_uw": 181,
        "ir_drop_mv": 0.0488,
    },
    "flow_run": {
        "drv_cap": 0,
        "warning_count": 38,
    },
    "place": {
        "dp_hpwl_um": 3740,
        "placed_area_mm2": 0.00189,
        "port_buffers": 126,
        "place.gp.congestion": 0.832,
        "post-place-ws_ns": 0.946,
    },
    "global_route": {
        "gr-usage-all-layers_pct": 12.5,
        "grt_start_max_net_pins": 31,
        "grt_pass1_vias": 1312,
        "grt_overflow": 0,
        "antenna_found_initial": 0,
        "grt_pass1_wl_um": 6570,
    },
    "detailed_routing": {
        "viasPerCell": 4.55,
        "first_pass_iters": 4,
        "totalWireLength_um": 4330,
        "wl_per_cell_um": 16.0,
        "drc": 0,
        "num_antenna_cells": 0,
        "ant_nets": 0,
        "via_count": 1234,
        "drt_iter0_drc": 62,
    },
    "floorplanning": {
        "rows": 21,
        "die_h_um": 80,
        "die-area_mm2": 0.00640,
        "ios": 130,
        "initCoreUtil_pct": 18.4,
        "floorplan.core_area_mm2": 0.00342,
        "fp.dieW_um": 80,
    },
    "finish": {
        "syn2layout_area_growth_pct": 200,
        "seq_cells": 0,
        "fin_area_mm2": 0.00189,
        "final.clkbuf_count": 0,
        "drive_gt1_share_pct": 2.67,
        "fin_util_pct": 55.2,
        "ff_latch_area_um2": 0,
    },
    "run_status": {
        "status": "finished clean",
    },
    "worst_hold_path": {
        "hold_depth": 4,
        "hold_path.startpoint": "pc_add[14]",
        "min_path_type": "in2out",
        "min_to": "next_addr[14]",
    },
}
[final cells by class]
cell class                 instances  area, µm²
timing repair buffer             129       1280
inverter                           2       7.51
fill                             340       1530
tap                               46       57.6
multi-input combinational         94        537
[layout by cell type, fill, tap and decap left out]
cell type,count
o21ai_2,1
nand2_1,30
buf_4,3
and2_1,2
o21ai_1,29
ha_2,1
ha_1,1
a22oi_1,29
a22oi_2,1
inv_1,2
clkdlybuf4s50_1,126
[cell usage after synthesis]
master	count
buf_4	1
o21ai_1	29
nand2_1	30
buf_6	3
a22oi_1	29
o21ai_2	1
a22oi_2	1
and2_1	2
inv_1	2
ha_1	2
buf_2	9
[cell families (layout without fill, tap and decap cells)]
logic type / after synthesis / in the layout
buffers and inverters: 15 / 131
and+or+nand+nor: 32 / 32
AOI/OAI and AO/OA: 60 / 60
adders and majority gates: 2 / 2
[metrics by stage]
| step | std cells | hold WS, ns |
|---|---|---|
| 2_1_floorplan | 109 | 2.10 |
| 3_3_place_gp | 271 | 2.95 |
| 5_1_grt | 271 | 2.98 |
| 6_report | 271 | 2.95 |
| 4_1_cts | 271 | 2.96 |
| 3_5_place_dp | 271 | 2.95 |
[worst max-delay path by stage]
stage	startpoint	to	slack (ns)	cells past startpoint
global route	branch_control_out[0]	next_addr[24]	0.76	7
CTS	branch_control_out[0]	next_addr[17]	0.94	7
finish	branch_control_out[0]	next_addr[18]	0.97	7
[worst max-delay path, delay by kind of cell]
family / cells / cell delay (ns)
AND-OR/OR-AND: 1 / 0.08
adder cells (fa/ha/maj): 1 / 0.62
buffers and inverters: 4 / 1.33
AND/OR/NAND/NOR: 1 / 0.06
[routing by layer]
| metal | vias up | routed length [µm] | global-route usage, % |
|---|---|---|---|
| li1 | 635 | - | - |
| met1 | 529 | 1690 | 14.2 |
| met2 | 66 | 2100 | 21.9 |
| met3 | 4 | 497 | 5.57 |
| met4 | 0 | 38 | 1.06 |
| met5 | - | 0 | 0 |
[where the power goes]
group,leakage (nW),switching (mW),internal [mW]
Combinational,0.691,0.0519,0.129
Clock,0,0,0
Sequential,0,0,0
Total,0.691,0.0519,0.129
Power and IR drop assume default switching activity.
