==> design/flow/design.v <==
`timescale 1ns / 1ps
module Reg_Bank(
   input clk,
   input reset,
	input [4:0] reg1_address,
	input [4:0] reg2_address,
	input [4:0] write_register,
	input RegWrite,
   input [31:0] write_data,
   output [31:0] reg_data1,
   output [31:0] reg_data2,
	output program_done
		);
	reg [31:0] r[31:0]; 	 
	always @(posedge clk) begin
        if(reset) begin
            r[0] <= 0;
            r[1] <= 0;
            r[2] <= 0;
            r[3] <= 0;
            r[4] <= 0;
            r[5] <= 0;
            r[6] <= 0;
            r[7] <= 0;
            r[8] <= 0;
            r[9] <= 0;
            r[10] <= 0;
            r[11] <= 0;
            r[12] <= 0;
            r[13] <= 0;
            r[14] <= 0;
            r[15] <= 0;
            r[16] <= 0;
            r[17] <= 0;
            r[18] <= 0;
            r[19] <= 0;
            r[20] <= 0;
            r[21] <= 0;
            r[22] <= 0;
            r[23] <= 0;
            r[24] <= 0;
            r[25] <= 0;
            r[26] <= 0;
            r[27] <= 0;
            r[28] <= 0;
            r[29] <= 0;
            r[30] <= 0;
            r[31] <= 0;
        end else begin
            if(RegWrite) r[write_register] <= write_data;
        end
    end
	assign reg_data1 = r[reg1_address];
	assign reg_data2 = r[reg2_address];
	assign program_done = r[30][0];
endmodule
==> design/flow/run.sh <==
#!/bin/bash
# OpenROAD 26Q1-2900-gdf79404cd8, Yosys 0.63+post, stock flow scripts
make -C /OpenROAD-flow-scripts/flow DESIGN_CONFIG=/design/flow/config.mk WORK_HOME=/design/flow/orfs finish
==> design/flow/config.mk <==
export PLATFORM = sky130hd
export DESIGN_NAME = Reg_Bank
export DESIGN_NICKNAME = Reg_Bank
export VERILOG_FILES = /design/flow/design.v
export SDC_FILE = /design/flow/constraint.sdc
export NUM_CORES = 4
export LEC_CHECK = 1
export CORE_UTILIZATION = 30
==> design/flow/constraint.sdc <==
current_design Reg_Bank

set clk_period 11.7
set clk_io_pct 0.2

create_clock -name clk0 -period $clk_period [get_ports {clk}]

set non_clock_inputs [all_inputs -no_clocks]
set_input_delay [expr $clk_period * $clk_io_pct] -clock clk0 $non_clock_inputs
set_output_delay [expr $clk_period * $clk_io_pct] -clock clk0 [all_outputs]
==> summary.txt <==
Core Util at FP -> 30.3%
Die Height -> 435 um
Vias per cell -> 5.32
Die width -> 435 um
Critical Path RT -> 9360 ps
Resize count post-CTS -> 0
Global-route wire length before repair -> 281,000 um
Tcrit/Tclk final -> 71.3%
Num CTS Buffers -> 108
Hold_buf cts -> 0
FMAX -> 120 MHz
Hold path depth -> 3
Max reg flops -> 1,024
Post-CTS Setup Bufs -> 0
Largest net degree at the start of global routing -> 93
Critical Path Start Type -> input pin
Synth cell types -> 30
RSZ-0062 raised after global routing -> false
Cells after synthesis -> 4,640
Largest reg by FF count -> r
Max-cap viol count -> 0
Chip area line of the yosys report -> 56,400 um2
Synth-to-Final Area Change -> 12.0%
Clock sinks -> 1,024
Sequential share of the synthesized area -> 54.6%
CTS tree -> done
Setup violation total in the final timing report -> 0
Fin. Hold Viols -> 0
IO Pins -> 115
Yosys reg bits -> 1,024
First-pass iteration count of the detailed router -> 5
Critical path arrival -> 6010 ps
DRC -> 0
Slew HR -> 32.2%
OpenROAD warning count -> 26
Launch point of the worst path -> reg2_address[0]
WL/cell -> 28.0 um
DRT Wirelength -> 200,000 um
Comb area -> 23,500 um2
Pleak -> 24.1 nW
Setup TNS Final -> 0 ps
PwrDens -> 139 nW/um2
Top flop regs -> r (1024)
Buffers added on ports -> 114
Rows -> 158
Gr ovfl total -> 0
Dpl ws -> 3500 ps
Yosys cell count -> 4,640
RePlAce Congestion -> 0.899
Root Buffer -> clkbuf_16
DRT iter0 DRCs -> 2,258
Register area -> 30,700 um2
Via count -> 38,000
Status -> finished, final reports clean
CP Capture Type -> output port
Number of fill cells -> 17,800
Setup ws final -> 3350 ps
Clock transition at path regs -> 60 ps
CP max FO -> 41
Core ar. -> 186,000 um2
Worst hold path class -> in -> reg
Worst slew pin tran -> 1010 ps
Die Size -> 190,000 um2
Bufs on Longest Clock Path -> 3
Syn_area_per_cell -> 12.1 um2
Top cells excl fill/tap -> 1,024 x mux2i_1, 1,024 x and2_1, 1,024 x edfxtp_1
Dpl cells -> 6,934
End of the critical path -> reg_data2[25]
Layout cells sized above 1 -> 8.22%
Pins over their slew limit -> 0
Fin cells -> 7,140
Peak VDD IR -> 0.120 mV
Cell Area, Synth -> 56,400 um2
WS Path Type -> in -> out
Period minus WS final -> 8350 ps
CTS H-Tree Depth -> 3
HPWL Detailed -> 111,000 um
Total track usage -> 21.8%
Initial antenna violation count -> 14
Vias in the first global route -> 39,000
Syn. warnings -> 1
Final ANT Viol Nets -> 0
[critical path, cell delays in order]
cell and delay [ps]:
clkdlybuf4s50_1 530, nor2_4 770, buf_4 650, a22o_1 260, nor3_1 60, a31oi_1 550, nand3_1 270, clkdlybuf4s50_1 490
[metal layers]
| metal | share of wire (%) | global-route usage, % |
|---|---|---|
| met2 | 47 | 34.2 |
| met5 | 0.16 | 1.29 |
| met3 | 13 | 12.3 |
| met4 | 6.4 | 11.4 |
| met1 | 33 | 23.3 |
[worst min-delay path by stage]
stage                          start       end
final                 write_data[11]  r[8][11]
after CTS             write_data[11]  r[8][11]
after global routing  write_data[22]  r[6][22]
[power breakdown]
part / total [mW] / internal, mW / switching (mW)
Clock: 3.35 / 1.87 / 1.48
Combinational: 1.07 / 0.383 / 0.685
Sequential: 4.33 / 4.24 / 0.0942
[stage by stage]
step / instance area [um2] / hold WS (ps) / power [mW] / utilization (%)
CTS: 63100 / 2480 / 8.77 / 33.9
finish: 63100 / 2510 / 8.74 / 33.9
floorplan: 56400 / 2540 / 5.00 / -
global placement: 59700 / 3230 / 5.45 / 32.1
detailed placement: 59700 / 3230 / 5.46 / 32.1
global route: 63100 / 2560 / 8.99 / 33.9
[cell type report]
class	count	area share (%)
multi-input combinational	3168	37.2
timing repair buffer	262	3.82
clock buffer	129	4.41
clock inverter	64	0.916
antenna	13	0.0515
tap	2480	4.92
sequential	1024	48.7
[cell families after synthesis]
logic type      after synthesis  synth area share (%)
simple gates               1568                  16.1
mux                        1024                  18.2
buf+inv                     448                  4.22
compound gates              576                  6.96
flops                      1024                  54.6
[synthesized netlist by cell type (all sizes together)]
cell / instances / share of area [%]
nor3: 64 / 0.57
and2: 1026 / 11
nor2: 36 / 0.48
clkbuf: 262 / 1.8
nand3: 194 / 1.7
nand3b: 4 / 0.060
a21oi: 192 / 1.7
or3b: 2 / 0.040
nand2: 196 / 1.3
buf: 186 / 2.4
or2: 34 / 0.38
nand2b: 5 / 0.055
a31oi: 64 / 0.71
nor2b: 5 / 0.055
or3: 2 / 0.031
a22o: 128 / 2.0
a22oi: 192 / 2.6
mux2i: 1024 / 18
edfxtp: 1024 / 55
Power and IR drop assume default switching activity.
